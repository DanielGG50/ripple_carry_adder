==> /design/flow/design.v <==
`timescale 1ns / 1ps
module dff #(parameter WIDTH = 1)(
    output reg [WIDTH-1:0] q,
    input wire [WIDTH-1:0] d,
    input wire en,
    input wire rst,
    input wire clk
);
    always @(posedge clk)
       if(rst == 1'b1)
          q <= 'b0;
       else 
          q <= d;
endmodule
`timescale 1ns / 1ps
module full_adder(
    output wire c, s,    
    input wire a, b, cin
);
    wire t;
    assign t = a^b;
    assign c = (cin & t) | (a & b);
    assign s = t^cin;
endmodule
`timescale 1ns / 1ps
module n_bit_adder #(parameter WIDTH = 8) (
    output wire [WIDTH-1:0] s,
    output wire c,            
    input wire [WIDTH-1:0] a, b, 
    input wire cin,              
    input wire en,
    input wire rst,
    input wire clk
);
    wire [WIDTH-1:0] a_d [WIDTH:0];  
    wire [WIDTH-1:0] b_d [WIDTH-1:0];  
    wire             c_d [WIDTH:0];   
    assign a_d[0] = a;
    assign b_d[0] = b;
    assign c_d[0] = cin;
    genvar i, j;
    generate
        for(i = 0; i < WIDTH; i = i+1) begin: comp_gen
            wire [WIDTH-1:0] a_q;
            wire [WIDTH-1:i] b_q;
            wire c_q;
            wire s_i;
            dff #(WIDTH)   a_dff(a_q, a_d[i], en, rst, clk);
            dff #(WIDTH-i) b_dff(b_q, b_d[i][WIDTH-1:i], en, rst, clk);
            dff #(1)       c_dff(c_q, c_d[i], en, rst, clk);
            full_adder u_add(c_d[i+1], s_i, a_q[i], b_q[i], c_q);
            for(j=0; j < WIDTH; j = j+1) begin: comp_a_d
                if(j == i) 
                    assign a_d[i+1][j] = s_i;
                else
                    assign a_d[i+1][j] = a_q[j];
            end
            if( i != WIDTH-1)
                assign b_d[i+1][WIDTH-1:i+1] = b_q[WIDTH-1:i+1];  
        end
    endgenerate
    assign s = a_d[WIDTH];
    assign c = c_d[WIDTH];
endmodule
==> /design/flow/run.sh <==
#!/bin/bash
# OpenROAD 26Q1-2900-gdf79404cd8, Yosys 0.63+post, stock flow scripts
make -C /OpenROAD-flow-scripts/flow DESIGN_CONFIG=/design/flow/config.mk WORK_HOME=/design/flow/orfs finish
==> /design/flow/config.mk <==
export PLATFORM = sky130hd
export DESIGN_NAME = n_bit_adder
export DESIGN_NICKNAME = n_bit_adder
export VERILOG_FILES = /design/flow/design.v
export SDC_FILE = /design/flow/constraint.sdc
export NUM_CORES = 4
export LEC_CHECK = 1
export CORE_UTILIZATION = 40
==> /design/flow/constraint.sdc <==
current_design n_bit_adder

set clk_period 1.6
set clk_io_pct 0.2

create_clock -name clk0 -period $clk_period [get_ports {clk}]

set non_clock_inputs [all_inputs -no_clocks]
set_input_delay [expr $clk_period * $clk_io_pct] -clock clk0 $non_clock_inputs
set_output_delay [expr $clk_period * $clk_io_pct] -clock clk0 [all_outputs]
==> job_summary.md <==
### Yosys + OpenROAD results

| Metric | Value |
|---|---|
| Worst R2R End | comp_gen[6].a_dff.q[5] |
| Initial DRC count | 41 |
| CP peak stage delay | 0.54 ns |
| Worst-path fanout max | 1 |
| Sequential share of power | 61.4% |
| FF-to-FF path depth | 2 |
| Fin crit share | 101% |
| Count leader, synth | dfxtp_1 |
| WL/cell | 6.95 um |
| Maximum VDD drop | 0.650 mV |
| Worst R2R Start | comp_gen[5].c_dff.q |
| MaxCap Viol Count | 0 |
| Sw frac | 18.2% |
| Hold path endpoint | comp_gen[4].b_dff.q[0] |
| Die width | 90.3 um |
| Overall routing resource usage | 7.35% |
| Sw Pwr | 821 uW |
| Clock skew | 0.00854 ns |
| Gate Count Post-Synth | 237 |
| Fin. max-slew vios | 0 |
| Pwr/cell area | 1240 nW/um^2 |
| Slew @ Worst Pin | 0.434 ns |
| IO Port Bufs | 27 |
| Min-delay worst type | reg2reg |
| Crit-path slowest cell | fa_2 |
| Yosys stat area | 3120 um^2 |
| Root Driver | clkbuf_8 |
| CP Data Arrival Time | 1.29 ns |
| Final min period | 1.61 ns |
| Area leader share | 69.4% |
| Async S/R FF share, synth | 0% |
| Synth Seq Share | 69.4% |
| Post-route ant nets | 0 |
| Top FF cell, synth | dfxtp_1 |
| RSZ-0062 raised after global routing | true |
| Grt ovf | 0 |
| Failing checks | setup timing |
| Layout cells sized above 1 | 11.2% |
| DRT Pass-1 Iters | 2 |
| Worst slew margin relative to its limit | 71.1% |
| Drt drc | 0 |
| Via count | 1341 |
| Clock Tree Buf Depth | 2 |
| Log Warnings | 30 |
| Initial antenna violation count | 0 |
| Post-Layout Cell Count | 366 |
| Max Clock Freq | 622 MHz |
| Clk network pwr share | 35.5% |
| Num rows | 31 |
| TritonCTS clock tree | done |
| Worst Setup End Kind | output pin |
| Chip area | 8150 um^2 |
| Placed cell count | 351 |
| Final Worst Setup Slack | -0.00812 ns |
| Status | finished with violations |
| Setup slack, reg-to-reg | 0.56 ns |
| # IOs | 29 |
| Post-synth EDFFs | 0 |
| Number of global-route vias before repair | 1113 |
| GP Congestion | 0.644 |
| Die height | 90.3 um |
| Beginning of the worst hold path | comp_gen[3].b_dff.q[1] |
| Hold depth | 1 |
| # Cells Yosys | 237 |
| Hpwl dp | 1210 um |
| Reg clk slew, reported paths | 0.08 ns |
| # setup viols final | 1 |
| CORE AREA | 7410 um^2 |
| Final hold violation count | 0 |
| Comb power frac | 3.1% |
| Flops after synth | 108 |
| Global-route wire length before repair | 4720 um |
| Final Util | 49.0% |
| Area growth syn-to-layout | 16.6% |
| Clk latency late pin | 0.34 ns |
| Distinct lib cells | 7 |
| Top post-synthesis cells by count | 108 x dfxtp_1, 98 x nor2b_1, 10 x nor2b_2 |
| Largest net degree at the start of global routing | 109 |
| Post-Syn Area per Cell | 13.1 um^2 |
| CP Launch Type | flop |
| Fp_density | 42.1% |
| Synthesized area | 3120 um^2 |
| Top cells, area | dfxtp_1 69%, nor2b_1 20%, fa_1 5.1% |
| Cells along the critical path | fa_2, buf_2 |
| Routed Wire Length | 2550 um |
| ANT cells | 0 |
| Leading area contributor after synthesis | dfxtp_1 |
| Crit path DRT | 1.28 ns |
| Yosys warnings | 9 |
| Worst hold slack | 0.432 ns |
| Static leakage | 0.00143 uW |
| CTS Buf Count | 9 |
| P_int | 3680 uW |
| CP Class | reg2out |
| Fillers | 637 |
| H-tree levels | 3 |
| Vias per Instance | 3.66 |
| Sink Count | 108 |
## layer usage
| layer | wire (um) | part of all wire, % | vias to the layer above | track usage [%] |
|---|---|---|---|---|
| li1 | - | - | 753 | - |
| met1 | 1170 | 46 | 547 | 9.73 |
| met2 | 1130 | 44 | 36 | 11.4 |
| met3 | 199 | 7.8 | 5 | 3.59 |
| met4 | 45 | 1.8 | 0 | 1.48 |
| met5 | 0 | 0 | - | 0 |
## cell type report
| cell class | count | area [um^2] | area share, % |
|---|---|---|---|
| flip-flops and latches | 108 | 2160 | 59.6 |
| multi-input cells | 116 | 863 | 23.8 |
| repair buffers | 28 | 278 | 7.65 |
| clock buffers | 14 | 173 | 4.75 |
| well taps | 99 | 124 | 3.41 |
| clock inverters | 1 | 30.0 | 0.827 |
## metrics by stage
| step | TNS [ns] | power (uW) | worst slack (ns) | cell area (um^2) |
|---|---|---|---|---|
| 2_1_floorplan | 0 | 2930 | 0.380 | 3120 |
| 3_3_place_gp | 0 | 2970 | 0.0139 | 3430 |
| 3_5_place_dp | 0 | 2970 | 0.0124 | 3430 |
| 4_1_cts | -0.0453 | 4570 | -0.0453 | 3640 |
| 5_1_grt | -0.0698 | 4720 | -0.0698 | 3630 |
| 6_report | -0.00812 | 4500 | -0.00812 | 3630 |
## power groups by stage
stage	clock, uW	sequential, uW	combinational [uW]
finish	1600	2770	139
global route	1780	2770	160
CTS	1660	2770	143
## layout by cell type (no fill, tap or decap)
cell type	instances
dfxtp_1	106
nor2b_1	98
clkdlybuf4s50_1	24
clkbuf_8	12
nor2b_2	10
fa_1	7
clkbuf_1	2
dfxtp_2	2
fa_2	1
bufinv_16	1
buf_4	1
clkbuf_2	1
buf_2	1
buf_12	1
## cell families (layout without fill, tap and decap cells)
logic type | after synthesis | in the layout | share of synthesized area, %
adder cells (fa/ha/maj) | 8 | 8 | 5.14
buffers and inverters | 13 | 43 | 2.97
flip-flops | 108 | 108 | 69.4
AND/OR/NAND/NOR | 108 | 108 | 22.5
## flip-flops by register name (all words and copies together) (netlist names)
register	count
comp_gen.a_dff.q	64
comp_gen.b_dff.q	36
comp_gen.c_dff.q	8
## how the worst max path moves through the flow
stage,startpoint,to,cells after the start
6_report,comp_gen[7].b_dff.q,s[7],2
4_1_cts,comp_gen[7].a_dff.q[7],s[7],2
5_1_grt,comp_gen[7].b_dff.q,s[7],2
## what timing repair did
item	CTS	global route
pin swaps	1	1
resized	8	1
hold buffers	0	0
cloned	0	0
endpoints found under the setup margin	2	2
buffers inserted	0	0
## worst max-delay path: cells and delay by family, from the launching register on
kind | cells | cell delay [ns]
buf+inv | 1 | 0.08
flops | 1 | 0.33
fa+ha+maj | 1 | 0.54
Power figures rest on the tool's default switching activity, not on a simulated workload.
